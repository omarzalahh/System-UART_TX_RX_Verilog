<file path="flow/run.sh">
#!/bin/bash
# OpenROAD 26Q1-2900-gdf79404cd8, Yosys 0.63+post, stock flow scripts
make -C /OpenROAD-flow-scripts/flow DESIGN_CONFIG=/design/flow/config.mk WORK_HOME=/design/flow/orfs finish
</file>
<file path="flow/config.mk">
export PLATFORM = sky130hd
export DESIGN_NAME = SYS_CTRL
export DESIGN_NICKNAME = SYS_CTRL
export VERILOG_FILES = /design/flow/design.v
export SDC_FILE = /design/flow/constraint.sdc
export NUM_CORES = 4
export LEC_CHECK = 1
export CORE_UTILIZATION = 50
</file>
<file path="flow/constraint.sdc">
current_design SYS_CTRL

set clk_period 2.0
set clk_io_pct 0.2

create_clock -name clk0 -period $clk_period [get_ports {CLK}]

set non_clock_inputs [all_inputs -no_clocks]
set_input_delay [expr $clk_period * $clk_io_pct] -clock clk0 $non_clock_inputs
set_output_delay [expr $clk_period * $clk_io_pct] -clock clk0 [all_outputs]
</file>
<file path="flow/design.v">
module CTRL_RX  # ( parameter WIDTH = 8 ,
                              ADDR  = 4 )
 (
   input    wire                        UART_RX_VLD             ,
   input    wire   [WIDTH-1    :0]      UART_RX_DATA            ,
   input    wire                        CLK                     ,
   input    wire                        RST                     ,
   input    wire   [WIDTH-1    :0]      RF_RdData            ,
   input    wire                        RF_RdData_VLD            ,
   input    wire   [(WIDTH*2)-1:0]      ALU_OUT           ,
   input    wire                        ALU_OUT_VLD            ,
   output   reg                         ALU_EN                  ,
   output   reg    [3:0]                ALU_FUN                 ,  
   output   reg                         CLKG_EN                 , 
   output   reg                         CLKDIV_EN               ,
   output   reg                         RF_WrEn                 ,
   output   reg                         RF_RdEn                 ,
   output   reg   [ADDR-1:0]            RF_Address              ,
   output   reg   [WIDTH-1:0]           RF_WrData               ,
   output   reg                         UART_RF_SEND            ,
   output   reg                         UART_ALU_SEND           ,
   output   reg   [WIDTH-1:0]           UART_SEND_RF_DATA       ,
   output   reg   [WIDTH*2-1:0]         UART_SEND_ALU_DATA  	
 );
localparam  [3:0]      IDLE         = 4'b0000 ,
                       WRITE_CMD_S  = 4'b0001 ,
					             WRITE_ADD_S  = 4'b0010 ,
					             WRITE_DAT_S  = 4'b0011 ,
					             READ_CMD_S   = 4'b0100 ,
					             READ_ADD_S   = 4'b0101 ,
					             READ_WAIT_S  = 4'b0110 ,
					             ALU_WP_OPA_S = 4'b0111 ,
					             ALU_WP_OPB_S = 4'b1000 ,					   
					             ALU_OP_FUN_S = 4'b1001 ,
                       ALU_WAIT_O_S = 4'b1010 ;
localparam  [7:0]      RF_WRITE_CMD  = 8'hAA ,
                       RF_READ_CMD   = 8'hBB ,
					             ALU_W_OP_CMD  = 8'hCC ,
					             ALU_WN_OP_CMD = 8'hDD ;
  reg  [3:0]  CS;
  reg  [3:0]  NS;
  reg         [7:0]      RF_ADDR_REG ;
  reg                    RF_ADDR_EN  ; 
  reg                    RF_RD_STORE ; 
  reg                    ALU_DAT_STOR ;	 
  always  @ (posedge CLK or negedge RST)
    begin
      if(!RST)
        begin
          CS<=IDLE;
        end  
      else
        begin
          CS<=NS;
        end
    end
always @ (*)
 begin
  case(CS)
  IDLE   	: begin
		      		if(UART_RX_VLD)
			       begin
					    case(UART_RX_DATA)   
					     RF_WRITE_CMD : begin
									             NS = WRITE_ADD_S ;				
								              end
					     RF_READ_CMD  : begin
									             NS = READ_ADD_S ;				
								              end
					     ALU_W_OP_CMD : begin
									             NS = ALU_WP_OPA_S ;				
								              end
					      ALU_WN_OP_CMD: begin
			                          NS = ALU_OP_FUN_S ;				
								               end							   
					      default      : begin
									              NS = IDLE ;				
								               end
					     endcase	
				     end
				    else
				     begin
					     NS = IDLE ;
				     end
				        end
  WRITE_ADD_S : begin
				         if(UART_RX_VLD)
			       begin
			        NS = WRITE_DAT_S ; 				
                   end
			     else
			       begin
			        NS  = WRITE_ADD_S ; 			
                   end			  
                end
  WRITE_DAT_S : begin
				 if(UART_RX_VLD)
			       begin
			        NS  = IDLE ; 				
                   end
			     else
			       begin
			        NS = WRITE_DAT_S ; 			
                   end			  
                end  		  
  READ_ADD_S  : begin
				 if(UART_RX_VLD)
			       begin
			        NS = READ_WAIT_S ; 				
                   end
			     else
			       begin
			        NS = READ_ADD_S ; 			
                   end			  
                end
  READ_WAIT_S : begin
				 if(RF_RdData_VLD)
			       begin
			        NS = IDLE ; 				
                   end
			     else
			       begin
			        NS = READ_WAIT_S ; 			
                   end			  
                end			
  ALU_WP_OPA_S: begin
				 if(UART_RX_VLD)
			       begin
			        NS = ALU_WP_OPB_S ; 				
                   end
			     else
			       begin
			        NS = ALU_WP_OPA_S ; 			
                   end			  
                end	
  ALU_WP_OPB_S: begin
				 if(UART_RX_VLD)
			       begin
			        NS = ALU_OP_FUN_S ; 				
                   end
			     else
			       begin
			        NS = ALU_WP_OPB_S ; 			
                   end			  
                end	
  ALU_OP_FUN_S: begin
				 if(UART_RX_VLD)
			       begin
			        NS = ALU_WAIT_O_S ; 				
                   end
			     else
			       begin
			        NS = ALU_OP_FUN_S ; 			
                   end			  
                end	
  ALU_WAIT_O_S: begin
				 if(ALU_OUT_VLD)
			       begin
			        NS = IDLE ; 				
                   end
			     else
			       begin
			        NS = ALU_WAIT_O_S ; 			
                   end			  
                end					
  default     : begin
			      NS = IDLE ; 
                end	
  endcase                 	   
 end 
always @ (*)
 begin
   ALU_EN        = 1'b0 ;
   ALU_FUN       = 4'b0 ;  
   CLKG_EN       = 1'b0 ; 
   CLKDIV_EN     = 1'b1 ;
   RF_WrEn       = 1'b0 ;
   RF_RdEn       = 1'b0 ;
   RF_Address    =  'b0 ;
   RF_WrData     =  'b0 ;
   RF_ADDR_EN    = 1'b0 ;
   UART_RF_SEND  = 1'b0 ; 
   UART_ALU_SEND = 1'b0 ;
   RF_RD_STORE   = 1'b0 ;
   ALU_DAT_STOR  = 1'b0 ;   
  case(CS)
  IDLE   	  : begin
				  ALU_EN     = 1'b0 ;
				  ALU_FUN    = 4'b0 ;  
				  CLKG_EN    = 1'b0 ; 
				  CLKDIV_EN  = 1'b1 ;
				  RF_WrEn    = 1'b0 ;
				  RF_RdEn    = 1'b0 ;
				  RF_Address =  'b0 ;
				  RF_WrData  =  'b0 ;
				end			  
  WRITE_ADD_S : begin
				 if(UART_RX_VLD)
			       begin
			        RF_ADDR_EN = 1'b1 ; 				
                   end
			     else
			       begin
			        RF_ADDR_EN = 1'b0 ; 			
                   end					   	  
                end
  WRITE_DAT_S : begin
				 if(UART_RX_VLD)
			       begin
				    RF_WrEn    = 1'b1         ;
					  RF_Address = RF_ADDR_REG  ;
					  RF_WrData  = UART_RX_DATA ;
                   end
			     else
			       begin
				    RF_WrEn    = 1'b0         ;
					  RF_Address = RF_ADDR_REG  ;
					  RF_WrData  = UART_RX_DATA ; 			
                   end					   	  
              end
  READ_ADD_S  : begin
				 if(UART_RX_VLD)
			       begin
			        RF_ADDR_EN = 1'b1 ; 				
                   end
			     else
			       begin
			        RF_ADDR_EN = 1'b0 ; 			
                   end					   	  
                end
  READ_WAIT_S : begin
				  RF_RdEn    = 1'b1         ;
				  RF_Address = RF_ADDR_REG  ;
				  if(RF_RdData_VLD)
			       begin
			        UART_RF_SEND = 1'b1 ; 
                    RF_RD_STORE  = 1'b1 ;					
                   end
			      else
			       begin
			        UART_RF_SEND = 1'b0 ;	
                    RF_RD_STORE  = 1'b0 ;						
                   end					  
                end	
  ALU_WP_OPA_S: begin
				 if(UART_RX_VLD)
				   begin
				    RF_WrEn    = 1'b1         ;
					RF_Address = 'b00         ;
					RF_WrData  = UART_RX_DATA ;
				   end	
			     else
			       begin
				    RF_WrEn    = 1'b0         ;
					RF_Address = 'b00         ;
					RF_WrData  = UART_RX_DATA ; 			
                   end			  
                end	
  ALU_WP_OPB_S: begin
				 if(UART_RX_VLD)
				  begin
				    RF_WrEn    = 1'b1         ;
					RF_Address = 'b01         ;
					RF_WrData  = UART_RX_DATA ;
				  end	
			     else
			       begin
				    RF_WrEn    = 1'b0         ;
					RF_Address = 'b01         ;
					RF_WrData  = UART_RX_DATA ; 			
                   end			  
                end	
  ALU_OP_FUN_S: begin
    				 CLKG_EN = 1'b1 ;  
				 if(UART_RX_VLD)
			       begin
                     ALU_EN  = 1'b1 ;
                     ALU_FUN = UART_RX_DATA ; 			
                   end
			     else
			       begin
                     ALU_EN  = 1'b0 ;
                     ALU_FUN = UART_RX_DATA ; 				
                   end			  
                end	
  ALU_WAIT_O_S: begin
				 CLKG_EN = 1'b1 ;   
				 if(ALU_OUT_VLD)
			       begin
			        UART_ALU_SEND = 1'b1 ; 
              ALU_DAT_STOR  = 1'b1 ;							
                   end
			      else
			       begin
			        UART_ALU_SEND = 1'b0 ;
              ALU_DAT_STOR  = 1'b0 ;							
                   end
                end		
  default     : begin
		           ALU_EN     = 1'b0 ;
		           ALU_FUN    = 4'b0 ;  
		           CLKG_EN    = 1'b0 ; 
	             CLKDIV_EN  = 1'b1 ;
		           RF_WrEn    = 1'b0 ;
		           RF_RdEn    = 1'b0 ;
		           RF_Address =  'b0 ;
		           RF_WrData  =  'b0 ;
                end	
  endcase                 	   
 end 
always @ (posedge CLK or negedge RST)
 begin
  if(!RST)
   begin
    RF_ADDR_REG <= 8'b0 ;
   end
  else
   begin
    if (RF_ADDR_EN)
	 begin	
      RF_ADDR_REG <= UART_RX_DATA ;
	 end 
   end
 end
always @ (posedge CLK or negedge RST)
 begin
  if(!RST)
   begin
    UART_SEND_RF_DATA <= 8'b0 ;
   end
  else
   begin
    if (RF_RD_STORE)
	 begin
      UART_SEND_RF_DATA <= RF_RdData ;
	 end 
   end
 end
always @ (posedge CLK or negedge RST)
 begin
  if(!RST)
   begin
    UART_SEND_ALU_DATA <= 'b0 ;
   end
  else
   begin
    if (ALU_DAT_STOR)
	 begin
      UART_SEND_ALU_DATA <= ALU_OUT ;
	 end 
   end
 end
endmodule   
module SYS_CTRL #(parameter WIDTH = 8, ADDR = 4 )
(
input    wire                 CLK,
input    wire                 RST,
input    wire   [WIDTH-1:0]   RF_RdData,
input    wire                 RF_RdData_VLD,
output   wire                 RF_WrEn,
output   wire                 RF_RdEn,
output   wire   [ADDR-1:0]    RF_Address,
output   wire   [WIDTH-1:0]   RF_WrData,
input    wire   [WIDTH*2-1:0] ALU_OUT,
input    wire                 ALU_OUT_VLD, 
output   wire                 ALU_EN,
output   wire   [3:0]         ALU_FUN,  
output   wire                 CLKG_EN, 
output   wire                 CLKDIV_EN, 
input    wire   [WIDTH-1:0]   UART_RX_DATA, 
input    wire                 UART_RX_VLD,
input    wire                 UART_TX_Busy,
output   wire   [WIDTH-1:0]   UART_TX_DATA, 
output   wire                 UART_TX_VLD
);
wire       [WIDTH*2-1:0]      UART_SEND_ALU_DATA ;
wire       [WIDTH-1:0]        UART_SEND_RF_DATA ;
wire                          UART_RF_SEND ;
wire                          UART_ALU_SEND ;
CTRL_RX U0_CTRL_RX (
.CLK(CLK),
.RST(RST),
.RF_RdData(RF_RdData),
.RF_RdData_VLD(RF_RdData_VLD),
.ALU_OUT(ALU_OUT),
.ALU_OUT_VLD(ALU_OUT_VLD), 
.UART_RX_DATA(UART_RX_DATA), 
.UART_RX_VLD(UART_RX_VLD),
.ALU_EN(ALU_EN),
.ALU_FUN(ALU_FUN),  
.CLKG_EN(CLKG_EN), 
.CLKDIV_EN(CLKDIV_EN),
.RF_WrEn(RF_WrEn),
.RF_RdEn(RF_RdEn),
.RF_Address(RF_Address),
.RF_WrData(RF_WrData),
.UART_RF_SEND(UART_RF_SEND),
.UART_ALU_SEND(UART_ALU_SEND),
.UART_SEND_RF_DATA(UART_SEND_RF_DATA),
.UART_SEND_ALU_DATA(UART_SEND_ALU_DATA)
);
CTRL_TX U0_CTRL_TX (
.UART_TX_Busy (UART_TX_Busy)                ,
.UART_RF_SENDER_DATA(UART_SEND_RF_DATA)     ,
.UART_RF_SENDER_VALID(UART_RF_SEND)         ,
.UART_ALU_SENDER_DATA(UART_SEND_ALU_DATA)   ,
.UART_ALU_SENDER_VALID(UART_ALU_SEND)       ,
.CLK(CLK)                                   ,
.RST(RST)                                   ,
.UART_tx_VALID(UART_TX_VLD)                 ,
.UART_TX_DATA(UART_TX_DATA) 
);
endmodule
module CTRL_TX  # ( parameter WIDTH = 8 ,
                              ADDR  = 4 )
 (
   input    wire                        UART_TX_Busy            ,
   input    wire   [WIDTH-1    :0]      UART_RF_SENDER_DATA     ,
   input    wire                        UART_RF_SENDER_VALID    ,
   input    wire   [(WIDTH*2)-1:0]      UART_ALU_SENDER_DATA    ,
   input    wire                        UART_ALU_SENDER_VALID   ,
   input    wire                        CLK                     ,
   input    wire                        RST                     ,
   output   reg                         UART_tx_VALID           ,
   output   reg    [WIDTH-1    :0]      UART_TX_DATA 
 );
 localparam [2:0] IDLE            = 3'b000,
                  UART_RF_S       = 3'b001,
                  UART_ALU1_S     = 3'b010,
                  UART_WAIT_BUSY  = 3'b011,
                  UART_ALU2_S     = 3'b100;
  reg  [2:0]  CS;
  reg  [2:0]  NS;
  always  @ (posedge CLK or negedge RST)
    begin
      if(!RST)
        begin
          CS<=IDLE;
        end  
      else
        begin
          CS<=NS;
        end
    end
  always  @ (*)
    begin
      NS=IDLE;
      case(CS)
        IDLE    : begin
                   if(UART_RF_SENDER_VALID )
                      begin
                        NS  =  UART_RF_S  ;
                      end
                    else if (UART_ALU_SENDER_VALID)
                      begin
                        NS  = UART_ALU1_S ;
                      end
                    end
        UART_RF_S : begin
                      if(UART_TX_Busy)
                        begin
                          NS  = IDLE      ;
                        end
                      else
                        begin
                          NS  =  UART_RF_S  ;
                        end
                    end
        UART_ALU1_S : begin
                        if(UART_TX_Busy)
                          begin
                            NS  =  UART_WAIT_BUSY ;
                          end
                        else
                          begin
                            NS  =  UART_ALU1_S     ;
                          end
                      end
        UART_WAIT_BUSY : begin
                          if(UART_TX_Busy)
                            begin
                              NS  =  UART_WAIT_BUSY ;   
                            end
                          else
                            begin
                              NS  = UART_ALU2_S     ; 
                            end    
                          end
       UART_ALU2_S      : begin
                            if(UART_TX_Busy)
                              begin
                                NS  = IDLE          ;  
                              end
                            else
                              begin
                                NS  = UART_ALU2_S   ;  
                              end
                            end
      default            : begin
                             NS  = IDLE  ;
                           end    
        endcase
    end
  always  @ (*)
  begin
    UART_tx_VALID = 1'b0 ;
    UART_TX_DATA  = 'b0 ;
    case(CS)
      IDLE           : begin
                        UART_tx_VALID = 1'b0 ;
                        UART_TX_DATA  = 'b0 ;
                       end
      UART_RF_S      : begin
                        UART_tx_VALID = 1'b1 ;
                        UART_TX_DATA  = UART_RF_SENDER_DATA ;
                       end
      UART_ALU1_S    : begin
                        UART_tx_VALID = 1'b1 ;
                        UART_TX_DATA  = UART_ALU_SENDER_DATA[WIDTH-1:0]  ;
                       end
      UART_WAIT_BUSY : begin
                        UART_tx_VALID = 1'b0 ;
                        UART_TX_DATA  = 'b1 ;
                       end
      UART_ALU2_S    : begin
                        UART_tx_VALID = 1'b1 ;
                        UART_TX_DATA  = UART_ALU_SENDER_DATA[(2*WIDTH)-1:WIDTH]  ;
                        end
      default        : begin
                        UART_tx_VALID = 1'b0 ;
                        UART_TX_DATA  = 'b0  ;
                       end
    endcase
  end  
endmodule
</file>
==> results.txt <==
Main metrics from the flow reports.

The run finished with clean final reports. The placed instances occupy a cell area of around 0.0027 sq mm. The critical path required time came out at around 1.6 ns. Per the OpenROAD floorplan log, the area of the core is 0.00366 sq mm. The highest-delay cell along the critical path is sky130_fd_sc_hd__dfrtp_2.

The synthesis area per yosys is 0.00191 sq mm. The H-tree depth reported by CTS is 2. The sum of met3 wire segment lengths after detailed routing came out at roughly 310 um. The standard-cell row count is 22.

The final wirelength came out at approximately 4.3 mm. No sink is reached through more buffers than the 2 on the longest clock path. The number of sinks on the clock net is about 42.

Setup repair after global routing could not meet its margin everywhere. The proportion of netlist area held by the largest area contributor came out at between 50% and 60%. The aggregate global-route resource usage is between 20% and 30%. The clock tree from TritonCTS is done. The synthesized cell area is between 0.0015 and 0.002 sq mm. The count of buffer and inverter cells on the critical path is 3. The first global-routing pass estimated between 6 and 7 mm of wire.

The overall overflow remaining after global route came out at 0. The largest net degree at the start of global routing came out at 39. The register area is about 0.0011 sq mm. Hold-check failures listed in the final report amount to 0. In the final report, the number of endpoints failing setup comes to 0. The setup clock skew after layout is about 0.005 ns. The number of antenna violations at the first check in global routing is 0.

The endpoint of the lowest-slack register-to-register path is U0_CTRL_RX.RF_ADDR_REG[3]$_DFFE_PN0P_. The post-detailed-route via-to-cell ratio is approximately 5.2. The maximum ir drop on the vdd rail came out at around 0.63 mV. After detailed routing, the average wire length per cell comes to 14.6 um. The slack of the worst reg-to-reg path is about 0.44 ns. The remaining number of nets flagged by the antenna check after routing is 0. The highest attainable clock frequency is about 0.51 GHz. Broken down by cell family, the worst path's largest delay share belongs to buffers and inverters. Per STA, the startpoint of the critical path is U0_CTRL_TX.CS[2]$_DFF_PN0_.

In this run the count of I/O pins placed on the die edge is between 60 and 70. The total area of multi-input combinational cells came out at ~800 sq um. The total power divided by cell area is around 700 mW/mm^2. The smallest clock period supported by the final layout is computed as approximately 2.0 ns. In this run the critical path is formed by buf_2 -> a222oi_1 -> inv_1 -> dlygate4sd2_1. The synthesized instance count is about 160. The number of buffers inserted by port buffering is about 66. The overall die width is 63.8 um. STA lists the startpoint of the worst register-to-register path as U0_CTRL_RX.CS[2]$_DFF_PN0_. The mean instance size in the synthesized netlist came out at 11.8 sq um.

The worst relative slew slack came out at 45.6%. In the log, the iteration count for the first detailed-route pass is 4. The leakage power figure is approximately 1.5 nW.

In this run the full chip footprint comes out at between 0.004 and 0.005 sq mm. The remaining routing DRC violations is 0. STA reports the tightest min-delay check as being of type input port to async pin. The post-layout instance count excluding filler cells is 296. The starting DRC count in detailed routing came out at roughly 50. The share of the core area taken by cells at floorplan is roughly 52%. The count of filler cells inserted in the layout came out at about 230.

The count of unique library cells instantiated by Yosys came out at 32. Synthesis inferred 42 register bits. The dominant cell type by area after synthesis is sky130_fd_sc_hd__dfrtp_1.

The report counts max-capacitance violations totalling 0. The register area share after synthesis is a little under three fifths. The tally of OpenROAD warnings is 27. The overall power after layout came out at 2.01 mW. The clock slew seen by the registers of the worst setup and hold paths is about 0.080 ns. The transition time at the pin with the least slew margin came out at a little over 0.8 ns. The met1 layer wirelength in the final routing is approximately 2.1 mm. The largest driver fanout on the critical path is 7. STA classifies the critical path endpoint as an output pin. The ratio of final minimum period to clock period is 98.6%. The Yosys step of the flow raised 2 warnings. The largest single stage delay on the critical path is around 0.47 ns. The sum of net half-perimeters after detailed placement came out at roughly 3 mm.

For the worst setup path, the data arrival time is between 1.5 and 2 ns. The die is between 60 and 70 um tall. The path depth of the worst reg2reg path is 2. For reference, the most critical setup path is categorized as register to output pin. Final hold analysis gives a worst-case slack of about 0.18 ns. In this run the clock root is driven by a sky130_fd_sc_hd__clkbuf_8. The area growth from synthesis to layout is 51.3%. The finished layout cell area is about 0.0029 sq mm. The highest metal layer carrying signal wires in the routed design is met4.

STA classifies the critical path startpoint as a register. The sum of met2 wire segment lengths after detailed routing came out at around 1.9 mm. The cell total after placement is around 280. The yosys stat cell total is between 150 and 200. TritonCTS created 5 clock buffers.

In the post-synthesis netlist, the biggest area contributors are sky130_fd_sc_hd__dfrtp_1 (52%), sky130_fd_sc_hd__mux2_2 (18%), sky130_fd_sc_hd__a222oi_1 (3.7%), sky130_fd_sc_hd__nor2b_1 (3.3%), sky130_fd_sc_hd__dfstp_2 (2.8%). The via count of the routed design is between 1500 and 2000. The number of global-route vias before repair came to 1444.

The diode insertion count for antenna repair came out at 0. The latest clock arrival within the worst-skew pair came out at slightly below 0.3 ns. The final weighted congestion in routability-driven placement is about 0.86. The final number of max-transition violations is 0. Cells with a size suffix above 1 make up around 28% of the layout.
[stage by stage]
step / util [%] / setup TNS [ns] / worst slack [ns]
2_1_floorplan: - / 0 / 0.455
3_3_place_gp: 72.6 / 0 / 0.0461
3_5_place_dp: 72.6 / 0 / 0.0311
4_1_cts: 76.6 / 0 / 0.00292
5_1_grt: 78.8 / -0.0925 / -0.0522
6_report: 78.8 / 0 / 0.0287
[cell usage after synthesis]
cell type,instances
sky130_fd_sc_hd__a222oi_1,7
sky130_fd_sc_hd__nand4bb_1,2
sky130_fd_sc_hd__clkbuf_1,4
sky130_fd_sc_hd__or4b_1,1
sky130_fd_sc_hd__conb_1,1
sky130_fd_sc_hd__nor3_1,2
sky130_fd_sc_hd__nand3_1,4
sky130_fd_sc_hd__and2_1,5
sky130_fd_sc_hd__a31oi_1,1
sky130_fd_sc_hd__o21ai_0,7
sky130_fd_sc_hd__o21a_1,1
sky130_fd_sc_hd__nor2b_1,10
sky130_fd_sc_hd__or2_2,1
sky130_fd_sc_hd__a221o_1,1
sky130_fd_sc_hd__a22oi_1,1
sky130_fd_sc_hd__nand2_2,1
sky130_fd_sc_hd__mux2_2,30
sky130_fd_sc_hd__and2b_1,2
sky130_fd_sc_hd__or3_1,2
sky130_fd_sc_hd__dfrtp_1,40
sky130_fd_sc_hd__buf_4,1
sky130_fd_sc_hd__a21oi_1,1
sky130_fd_sc_hd__dfstp_2,2
sky130_fd_sc_hd__nand2_1,8
sky130_fd_sc_hd__a21o_1,1
sky130_fd_sc_hd__inv_1,14
sky130_fd_sc_hd__nor2_1,4
sky130_fd_sc_hd__buf_2,2
sky130_fd_sc_hd__a211o_1,1
sky130_fd_sc_hd__nand4_1,1
sky130_fd_sc_hd__xor2_1,1
sky130_fd_sc_hd__o22ai_1,2
[flip-flops by register name (all words and copies together), names as in the netlist, named ones only]
signal / cells
U0_CTRL_TX.CS: 5
U0_CTRL_RX.UART_SEND_RF_DATA: 8
U0_CTRL_RX.CS: 7
U0_CTRL_RX.UART_SEND_ALU_DATA: 16
U0_CTRL_RX.RF_ADDR_REG: 4
[placed cells by master, fill, tap and decap left out, types with 2 or more instances in the layout]
master,instances
sky130_fd_sc_hd__nor2_1,4
sky130_fd_sc_hd__buf_4,15
sky130_fd_sc_hd__nand3_1,4
sky130_fd_sc_hd__nor2b_1,10
sky130_fd_sc_hd__a222oi_1,7
sky130_fd_sc_hd__dlygate4sd2_1,6
sky130_fd_sc_hd__buf_6,3
sky130_fd_sc_hd__nand4bb_1,2
sky130_fd_sc_hd__clkdlybuf4s50_1,48
sky130_fd_sc_hd__o22ai_1,2
sky130_fd_sc_hd__dfstp_2,2
sky130_fd_sc_hd__and2b_1,2
sky130_fd_sc_hd__or3_1,2
sky130_fd_sc_hd__clkbuf_8,5
sky130_fd_sc_hd__buf_2,2
sky130_fd_sc_hd__nand2_1,8
sky130_fd_sc_hd__dfrtp_1,37
sky130_fd_sc_hd__o21ai_0,7
sky130_fd_sc_hd__inv_1,14
sky130_fd_sc_hd__mux2_2,30
sky130_fd_sc_hd__dfrtp_2,3
sky130_fd_sc_hd__dlymetal6s2s_1,10
sky130_fd_sc_hd__and2_1,4
[power by group]
| part | internal, mW | leakage, nW | switching, mW |
|---|---|---|---|
| Clock | 0.245 | 0.0441 | 0.285 |
| Combinational | 0.279 | 0.925 | 0.129 |
| Sequential | 0.991 | 0.524 | 0.0824 |
[final cells by class]
cell class / instances / area share, %
sequential: 42 / 36.6
timing repair buffer: 86 / 29.3
multi-input combinational: 98 / 27.1
clock buffer: 5 / 2.39
tap: 48 / 2.08
inverter: 14 / 1.82
clock inverter: 3 / 0.737
[worst max path at each step]
stage	endpoint	slack (ns)	cells past startpoint
after global routing	UART_TX_DATA[7]	-0.05	4
after CTS	UART_TX_VLD	0.003	3
final	UART_TX_DATA[7]	0.03	4
[per-layer routing]
layer  global-route usage, %  vias up
met5                       0        -
met3                    6.52        5
met1                    38.9      744
met2                    31.9       52
met4                    1.99        0
li1                        -      740
[timing repair]
action                                  CTS  global route
cloned                                    0             0
buffers inserted                          7             4
gates resized                            14            15
endpoints found under the setup margin   11            15
hold buffers                              0             0
pin swaps                                 8             6
[cell families (layout without fill, tap and decap cells)]
logic type,after synthesis,in the layout,synth area share (%)
AOI/OAI and AO/OA,23,23,8.92
xor gates and xnor gates,1,1,0.459
buffers and inverters,21,108,4.46
DFF,42,42,55.2
muxes,30,30,17.7
other,1,1,0.197
and+or+nand+nor,43,43,13.0
Power figures rest on the tool's default switching activity, not on a simulated workload.
