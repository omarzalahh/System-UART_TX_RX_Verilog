<file path="constraint.sdc">
current_design RegFile

set clk_period 2.7
set clk_io_pct 0.2

create_clock -name clk0 -period $clk_period [get_ports {CLK}]

set non_clock_inputs [all_inputs -no_clocks]
set_input_delay [expr $clk_period * $clk_io_pct] -clock clk0 $non_clock_inputs
set_output_delay [expr $clk_period * $clk_io_pct] -clock clk0 [all_outputs]
</file>
<file path="config.mk">
export PLATFORM = sky130hd
export DESIGN_NAME = RegFile
export DESIGN_NICKNAME = RegFile
export VERILOG_FILES = /design/flow/design.v
export SDC_FILE = /design/flow/constraint.sdc
export NUM_CORES = 4
export LEC_CHECK = 1
export CORE_UTILIZATION = 30
</file>
<file path="run.sh">
#!/bin/bash
# OpenROAD 26Q1-2900-gdf79404cd8, Yosys 0.63+post, stock flow scripts
make -C /OpenROAD-flow-scripts/flow DESIGN_CONFIG=/design/flow/config.mk WORK_HOME=/design/flow/orfs finish
</file>
<file path="design.v">
module RegFile #(parameter WIDTH = 8, DEPTH = 16, ADDR = 4 )
(
input    wire                CLK,
input    wire                RST,
input    wire                WrEn,
input    wire                RdEn,
input    wire   [ADDR-1:0]   Address,
input    wire   [WIDTH-1:0]  WrData,
output   reg    [WIDTH-1:0]  RdData,
output   reg                 RdData_VLD,
output   wire   [WIDTH-1:0]  REG0,
output   wire   [WIDTH-1:0]  REG1,
output   wire   [WIDTH-1:0]  REG2,
output   wire   [WIDTH-1:0]  REG3
);
integer I ; 
reg [WIDTH-1:0] regArr [DEPTH-1:0] ;    
always @(posedge CLK or negedge RST)
 begin
   if(!RST)   
    begin
	 RdData_VLD <= 1'b0 ;
	 RdData     <= 1'b0 ;
      for (I=0 ; I < DEPTH ; I = I +1)
        begin
		 if(I==2)
          regArr[I] <= 'b00100001 ; 
		 else if (I==3) 
          regArr[I] <= 'b00001000 ; 
         else
          regArr[I] <= 'b0 ;		 
        end
     end
   else if (WrEn && !RdEn)  
     begin
      regArr[Address] <= WrData ;
     end
   else if (RdEn && !WrEn)  
     begin    
       RdData <= regArr[Address] ;
	   RdData_VLD <= 1'b1 ;
     end  
   else
     begin
	   RdData_VLD <= 1'b0 ;
     end	 
  end
assign REG0 = regArr[0] ;
assign REG1 = regArr[1] ;
assign REG2 = regArr[2] ;
assign REG3 = regArr[3] ;
endmodule
</file>
==> results.ini <==
[finish]
drive_above_1_share_pct=37.68
syn_to_final_growth_pct=25.49
design_area_mm2=0.007904
stdcell_count=830

[synthesis]
yosys-stat-area_mm2=0.006299
avgSynthCellArea_um2=13.34
edf_count=0
ff_type=dfrtp_1
synth_cell_type_count=41
top_cell=dfrtp_1
ys.flops=137
ys_cells=472
yosys.area.top_type=dfrtp_1
synth.area.top_cells=dfrtp_1, mux2_2, mux2i_1
synthesis.area_mm2=0.006299
synth_top_area_share_pct=53.24
synthTopCellsByCount=dfrtp_1, mux2_2, mux2i_1, nand2_1, clkbuf_1
async_flop_share_pct=100.0
yosysWarnings=2
ys_seq_share_pct=54.49
syn_inst=472

[setup_path]
required_ps=2980
crit_arrival_ps=2420
critical_path.top_delay_family=buffers and inverters
crit_buf_inv=3
cpPeakStageDelay_ps=510
cp_max_fo=22
cp.depth=7
start_kind=input port
critical_path_class=in -> reg
r2r_cells=5
critPathCaptureType=flop
crit_path_top_delay_cell=clkdlybuf4s50_1
worstPathCellList=clkdlybuf4s50_1 -> buf_12 -> buf_4 -> mux2i_1 -> o22ai_1 -> a221oi_1 -> a31oi_1

[clock_tree]
cts_max_path_buffers=2
cts_resized=0
clkTransAtPathRegs_ps=60
clock_latency_ps=420
cts_tree=yes
cts_buffers=17
h-tree-depth=4
postCtsHoldBufs=0
clock_sinks=137
cts_setup_buffers=0
cts_root_buffer=clkbuf_16

[drt]
wl_met1_mm=7.401
drc=0
wl_per_cell_um=19.90
routed.top_layer=met4
drtPass1Iterations=4
antenna_left=0
wirelength_mm=16.52
diodes=0
vias_per_cell=5.108
vias=4240
wl_met3_mm=1.393
drtIter0Drc=202
wl_met2_mm=7.525

[floorplan]
die_height_um=146.9
dieArea_mm2=0.02158
io_pins=57
core_area_mm2=0.02043
core.rowCount=52
fp_util_pct=30.83
die_w_um=146.9

[global_routing]
grt_max_degree=64
grt_pass1_vias=4576
grt_overflow=0
grt_use_total_pct=16.32
grt_pass1_wl_mm=25.94
antenna_found_initial=0

[final_timing]
fin_crit_ps=2149
setup_viol_count_final=0
hold_viol=0
fin_setup_tns_ps=0
worst_pin_slew_ps=751.8
final.setup.worst_slack_ps=551.2
rsz0062_at_grt=no
slew_viol_final=0
timing.hold.ws_ps=122.1
relSlewSlack_pct=49.49
skew_ps=11.32
max_freq_mhz=465.4
fin_crit_sh_pct=79.58

[place]
dpl.hpwl_mm=11.57
gp_congestion=0.9157
pre_cts_ws_ps=137.9
placed_area_mm2=0.007320
placed_cells=800
numPortBuffers=56

[status]
outcome=complete, no violations

[power_and_ir_drop]
leakage_nw=3.433
power.density_mw_per_mm2=753.2
vdd_drop_max_v=0.0003987

[job]
cap_viol_max_count=0
warning_count=25

[min_path]
hold_class=in -> async

## kinds of logic after synthesis
group / share of synthesized area (%)
muxes: 28.53
buffers and inverters: 2.761
and+or+nand+nor: 6.357
AOI/OAI and AO/OA: 7.867
DFF: 54.49
## worst reg2reg max path: cells and delay by family (launching register included)
kind               cells  cell delay, ps
DFF                    1             370
muxes                  1             280
and+or+nand+nor        1              90
AOI/OAI and AO/OA      3             650
## cell usage in the layout, fill, tap and decap left out, types with 3 or more instances in the layout
master and instances:
nor3_1 3, nand2b_1 6, nor2b_1 8, a21oi_1 9, a22o_1 6, nor2_1 7, clkdlybuf4s50_1 54, bufinv_16 3
buf_4 31, nand2_1 22, nand3_1 9, mux2_2 129, clkinv_2 5, buf_12 3, dfrtp_1 134, mux4_2 5
a31oi_1 9, a221oi_1 11, dfstp_2 3, o22ai_1 15, nor3_2 4, nor2_2 3, and3_1 3, mux2i_1 22
clkbuf_16 17, o21ai_0 12
## cell type report
class                      count  area (µm²)
clock buffer                  21       460.4
clock inverter                 9       123.9
fill                        1920       12530
inverter                       2       7.507
multi-input combinational    301        2693
sequential                   137        3432
tap                          270       337.8
timing repair buffer          90       849.6
## sequential cells by signal, summed over array words and instances, names as in the netlist
signal and cells:
RdData 8, RdData_VLD 1, regArr 128
## path summary, 6_finish.rpt
check                         startpoint            end  slack, ps
max in group asynchronous            RST  regArr[15][0]       1850
setup reg to reg           regArr[15][6]      RdData[6]       1180
min in group clk0             RdData_VLD     RdData_VLD        490
setup / recovery              Address[0]      RdData[0]        550
hold reg to reg               RdData_VLD     RdData_VLD        490
hold / removal                       RST  regArr[14][6]        120
## layer usage
layer | track usage [%] | up-vias
li1 | - | 1908
met1 | 23.62 | 2169
met2 | 24.62 | 151
met3 | 6.181 | 12
met4 | 2.062 | 0
met5 | 0 | -
## where the power goes
part           switching [mW]  total [mW]  leakage (nW)  internal [mW]
Combinational           0.349       0.965          1.40          0.616
Clock                   0.816        2.30         0.292           1.48
Sequential              0.239        2.69          1.74           2.45
Total                    1.40        5.95          3.43           4.55
## per-stage QoR
stage	power (mW)	utilization (%)
6_report	5.953	38.69
5_1_grt	6.236	38.69
4_1_cts	6.012	38.69
3_5_place_dp	3.697	35.83
3_3_place_gp	3.672	35.83
2_1_floorplan	3.183	-
Power is estimated from default activity; no workload was simulated.
